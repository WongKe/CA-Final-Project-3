**design/flow/design.v**
```verilog
`timescale 1ns / 1ns
module mux2to1(in0, in1, sel, out);
  input [31:0] in0, in1;     
  input sel;               
  output reg [31:0] out;   
  always @ (in0 or in1 or sel)
	begin
		if (sel == 0)
			out = in0;
		else out = in1;
	end
endmodule
```
**design/flow/run.sh**
```bash
#!/bin/bash
# OpenROAD 26Q1-2900-gdf79404cd8, Yosys 0.63+post, stock flow scripts
make -C /OpenROAD-flow-scripts/flow DESIGN_CONFIG=/design/flow/config.mk WORK_HOME=/design/flow/orfs finish
```
**design/flow/constraint.sdc**
```tcl
current_design mux2to1

set clk_period 1.0
set clk_io_pct 0.2

create_clock -name clk0 -period $clk_period

set non_clock_inputs [all_inputs -no_clocks]
set_input_delay [expr $clk_period * $clk_io_pct] -clock clk0 $non_clock_inputs
set_output_delay [expr $clk_period * $clk_io_pct] -clock clk0 [all_outputs]
```
**design/flow/config.mk**
```make
export PLATFORM = sky130hd
export DESIGN_NAME = mux2to1
export DESIGN_NICKNAME = mux2to1
export VERILOG_FILES = /design/flow/design.v
export SDC_FILE = /design/flow/constraint.sdc
export NUM_CORES = 4
export LEC_CHECK = 1
export CORE_AREA = 10 10 71 71
export DIE_AREA = 0 0 81 81
```
==> Flow_metrics.wiki <==
== Implementation results ==
{| class="wikitable"
! Metric !! Value
|-
| Cell Rows || 22
|-
| Final setup slack of the worst path || -179 ps
|-
| Worst path top cell family by delay || buffers and inverters
|-
| Post-detailed-route count of antenna-violating nets || 0
|-
| Routed via count || 715
|-
| First-pass DRT Iterations || 2
|-
| Overall Global Routing Usage || 0.0779
|-
| Post-route insts no fill || 187
|-
| Outcome || finished, violations left
|-
| Most frequent CP cell || buf_12
|-
| Commonest non-fill, non-tap cell in the layout || dlygate4sd2_1
|-
| Least-Margin Pin Slew || between 80 and 90 ps
|-
| Number of pins exceeding their max-slew limit in the final report || 0
|-
| Static Leakage || 0.872 nW
|-
| Final routed wirelength across all metal layers || 2880 um
|-
| Yosys stat cell total || 36
|-
| Area growth from synthesis to final layout || 192%
|-
| First-pass GRT wire length || 4140 um
|-
| Gpl congestion || about 0.83
|-
| Average via count per standard cell || ~3.8
|-
| Floorplan core area || about 0.0036 mm2
|-
| Via count of the first global-routing pass || 764
|-
| Estimated wirelength of the detail-placed design || 2500 um
|-
| Antenna Diode Count || 0
|-
| Top-level port count || a little under 100
|-
| Area of the mapped netlist || 544 um2
|-
| Number of unique standard cell types used by synthesis || 4
|-
| Number of endpoints with negative hold slack in the final report || 0
|-
| Slowest stage cell, crit path || mux2_4
|-
| Critical-path maximum fanout || 6
|-
| Violated checks || negative setup slack
|-
| Buffers & Inverters on Critical Path || 4
|-
| Mean instance size in the synthesized netlist || 15.1 um2
|-
| Die x size || 81 um
|-
| Number of violations reported at the end of detailed-routing iteration 0 || 3
|-
| Number of I/O port buffers || 97
|-
| Top cells by area || mux2_4 83%, buf_12 11%, mux2_2 4.1%
|-
| Number of cells in the design after placement || between 150 and 200
|-
| Post-layout power || 0.624 mW
|-
| Antenna violations before repair || 0
|-
| Synthesized chip area reported by yosys || 544 um2
|-
| Maximum number of pins on one net before global-route repair || 11
|-
| Worst setup path class || in2out
|-
| Seq_cells || 0
|-
| RSZ-0062 raised after global routing || true
|-
| Average wire per standard cell || 15.4 um
|-
| Commonest cells after routing, fill and taps aside || 51 x dlygate4sd2_1, 31 x mux2_4, 23 x buf_6
|-
| Pre-CTS worst setup slack || -512 ps
|-
| Crit path required time || 800 ps
|-
| Final setup violation count || 32
|-
| OpenROAD warnings || 34
|-
| Number of synthesis warnings || 1
|-
| Cell-by-cell trace of the critical path || buf_12, buf_12, buf_12, mux2_4, buf_6
|-
| Category of the worst setup path launch point || primary input
|-
| Max-slew headroom at the worst pin || 0.942
|-
| Final critical delay including setup and external delays || 1180 ps
|-
| Type of the worst min-delay path || in2out
|-
| Arrival time of data at the critical path endpoint || 980 ps
|-
| Finished layout cell area || 0.00159 mm2
|-
| Power per Cell Area || slightly below 400 mW/mm2
|-
| FF+latch area || 0 um2
|-
| Core Density at Floorplan || 0.150
|-
| Post-synthesis sequential area ratio || 0
|-
| Worst Setup End Kind || output pin
|-
| Fraction of final layout cells sized beyond drive strength 1 || 0.540
|-
| Most area-hungry cell type in the Yosys netlist || mux2_4
|-
| Placed Instance Area || 0.00154 mm2
|-
| GRT overflow || 0
|-
| Max IR drop VDD || 0.000169 V
|-
| Die Outline Area || 0.00656 mm2
|-
| Biggest cell delay along the critical path || 290 ps
|-
| Number of instances in the synthesized netlist || 36
|-
| Max_cap viols || 0
|-
| F_max || 848 MHz
|-
| Number of remaining DRC errors || 0
|-
| Chip Height || just over 80 um
|-
| Post-synth top area share || 0.828
|-
| Final period utilization || 1.18
|-
| Clock Buffer Count || 0
|}
## final timing paths
check	slack [ps]	startpoint	cells past startpoint	endpoint
setup / recovery	-180	sel	5	out[4]
hold / removal	690	in1[29]	3	out[29]
## power breakdown
group | switching [mW] | total (mW) | internal (mW)
sequential | 0 | 0 | 0
clock | 0 | 0 | 0
combinational | 0.137 | 0.624 | 0.487
total | 0.137 | 0.624 | 0.487
## routing by layer
metal | up-vias | share of wire | global-route usage
met5 | - | 0 | 0
met2 | 50 | 0.50 | 0.143
li1 | 345 | - | -
met3 | 0 | 0.12 | 0.0278
met1 | 320 | 0.37 | 0.0903
met4 | 0 | 0 | 0
## worst min-delay path: cells and delay by family
kind                   cells  cell delay, ps
buffers and inverters      2             160
muxes                      1             130
## layout make-up
cell class | count | area, um2
Tap cell | 48 | 60.1
Multi-Input combinational cell | 32 | 477
Timing Repair Buffer | 107 | 1050
Fill cell | 357 | 2040
## timing repair
action,CTS,global route
resized,171,10
hold buffers,0,0
cloned,2,0
pin swaps,0,0
setup endpoints to repair,32,32
buffers inserted,5,1
## metrics by stage
| step | hold WS, ps | TNS, ps | util |
|---|---|---|---|
| 2_1_floorplan | 498 | 0 | - |
| 3_3_place_gp | 1170 | -15610 | 0.424 |
| 3_5_place_dp | 1190 | -15810 | 0.424 |
| 4_1_cts | 751 | -3620 | 0.423 |
| 5_1_grt | 717 | -3860 | 0.438 |
| 6_report | 691 | -3300 | 0.438 |
## cells by family after synthesis
family   after synthesis  share of synthesized area
mux                   32                      0.869
buf+inv                4                      0.131
## cell usage after synthesis, drive strengths merged
cell type,count
buf,4
mux2,32
No activity file was given, so power comes from the tool's default toggle rates.
