==> /design/flow/config.mk <==
export PLATFORM = sky130hd
export DESIGN_NAME = Adder
export DESIGN_NICKNAME = Adder
export VERILOG_FILES = /design/flow/design.v
export SDC_FILE = /design/flow/constraint.sdc
export NUM_CORES = 4
export LEC_CHECK = 1
export CORE_AREA = 10 10 107 107
export DIE_AREA = 0 0 117 117
==> /design/flow/constraint.sdc <==
current_design Adder

set clk_period 14.5
set clk_io_pct 0.2

create_clock -name clk0 -period $clk_period

set non_clock_inputs [all_inputs -no_clocks]
set_input_delay [expr $clk_period * $clk_io_pct] -clock clk0 $non_clock_inputs
set_output_delay [expr $clk_period * $clk_io_pct] -clock clk0 [all_outputs]
==> /design/flow/design.v <==
module Adder(in0, in1, out);
  input [31:0] in0, in1;
  output reg [31:0] out;
  always @ (in0 or in1) begin
    out = in0 + in1;
  end
endmodule
==> /design/flow/run.sh <==
#!/bin/bash
# OpenROAD 26Q1-2900-gdf79404cd8, Yosys 0.63+post, stock flow scripts
make -C /OpenROAD-flow-scripts/flow DESIGN_CONFIG=/design/flow/config.mk WORK_HOME=/design/flow/orfs finish
==> README.md <==
| Metric | Value |
|---|---|
| Total number of warnings across the stage logs | 32 |
| Antenna Nets Post-Route | 0 |
| Clock period minus worst slack | 8.795 ns |
| Sum of net half-perimeters after detailed placement | 5556 um |
| Pin count of the biggest net entering global routing | 11 |
| Gate count of the mapped netlist | 241 |
| Total Power Consumption | 135.0 uW |
| Smallest setup slack after layout | 5.705 ns |
| Tot GR Track Use | 8.964% |
| Max-capacitance violation count | 0 |
| Critical path, cell by cell | clkdlybuf4s50_1 -> ha_1 -> fa_1 -> a21o_1 -> a31o_2 -> nand3_1 -> o221ai_1 -> a311oi_1 -> o21bai_1 -> xor2_1 -> clkdlybuf4s50_1 |
| Count of boundary I/O pins | 96 |
| Pre-CTS worst setup slack | 5.686 ns |
| Smallest hold slack | 6.828 ns |
| Min-Delay Path Class | input pin to primary output |
| Worst Tran Pin Value | 0.5576 ns |
| Starting density of the core | 18.97% |
| Setup tns final | 0 ns |
| CP max-delay cell | clkdlybuf4s50_1 |
| Setup Crit Path Kind | input pin to primary output |
| Number of max-slew violations in the final report | 0 |
| Relative max-transition margin | 61.86% |
| Pre-Repair DR Iteration Count | 4 |
| Cell area after layout | 2800 um^2 |
| Max VDD drop | 0.01661 mV |
| Flops | 0 |
| Post-CTS resize count | 0 |
| Post-detailed-route via-to-cell ratio | 4.854 |
| Share of Yosys cell area claimed by the top area cell type | 22.24% |
| F_max | 113.7 MHz |
| Overall die width | 117 um |
| Worst Path Max Fanout | 4 |
| Cell seen most often among critical-path stages | clkdlybuf4s50_1 |
| Iter 0 DRT Violations | 83 |
| Library cell with the highest instance count after synthesis | ha_1 |
| Core Region | 9196 um^2 |
| Final hold vios | 0 |
| Die ar. | 13,690 um^2 |
| Count of yosys warnings during synthesis | 1 |
| Placed cell area | 2800 um^2 |
| Crit path from | in0[0] |
| Routed wirelength normalized by instance count | 14.34 um |
| Worst setup EP type | primary output |
| First-pass GRT wire length | 10,180 um |
| Netlist area before placement | 1744 um^2 |
| Post-CTS setup buffers | 0 |
| Number of antenna violations at the first check in global routing | 1 |
| Sequential cell area | 0 um^2 |
| Synth top area cells | ha_1 (22%), a21oi_1 (8.3%), a21o_1 (8.2%), xor2_1 (7.5%), xnor2_1 (6.5%) |
| DR vias | 2,121 |
| Final number of setup-violating endpoints | 0 |
| Yosys Chip Area | 1744 um^2 |
| Total length of routed wires | 6268 um |
| Area growth, synth to finish | 60.55% |
| Global route total overflow | 0 |
| Library cells used by synthesis | 50 |
| Number of cells on the worst hold path | 3 |
| Commonest cells in the netlist | ha_1 (31), a21oi_1 (29), a21o_1 (19) |
| Mean cell area of the mapped netlist | 7.237 um^2 |
| Vias in the first global route | 2,105 |
| Setup repair after global routing missed its margin | false |
| Status | complete, no violations |
| Final-layout clock buffer total | 0 |
| Sequential cell area fraction in the yosys report | 0% |
| Crit path largest cell delay | 0.50 ns |
| DRC Markers | 0 |
| Pwr/cell area | 48.21 nW/um^2 |
| Final weighted congestion in routability-driven placement | 0.8280 |
| Hold-fix buffer count after cts | 0 |
| Cell taking the most area after synthesis | ha_1 |
| Share of post-route cells with drive strength above 1 | 3.067% |
| Antenna Diode Count | 0 |
| Kind of start point of the critical path | input pin |
| Final critical-path share of the clock period | 60.65% |
| Row Count | 35 |
| Lkg Pwr | 1.176 nW |
| Hold path startpoint | in1[0] |
| Signal arrival time at the worst endpoint | 5.89 ns |
| Critical path required time | 11.60 ns |
| Die Y-Extent | 117 um |
| Number of input and output port buffers inserted | 96 |
| Hold path endpoint | out[0] |
| Yosys Instances | 241 |
==> routing by layer <==
metal | track usage [%] | wire (um)
met1 | 11.44 | 2737
met2 | 15.11 | 2855
met3 | 3.199 | 660
met4 | 0 | 1
met5 | 0 | 13
==> cell families after synthesis <==
group	Yosys count	share of synthesized area (%)
adder cells (fa/ha/maj)	32	23.39
AND/OR/NAND/NOR	65	18.29
multiplexers	2	1.148
buffers and inverters	17	3.802
AND-OR/OR-AND	97	39.31
XOR/XNOR	28	14.06
==> where the power goes <==
part / switching, mW / internal [mW]
clock: 0 / 0
sequential: 0 / 0
combinational: 0.0545 / 0.0805
==> cell usage in the layout (no fill, tap or decap), types with 2 or more instances in the layout <==
master / n
a21oi_1: 29
a311oi_1: 2
o311ai_1: 2
nand4_1: 8
ha_1: 31
nand2b_1: 2
nor2_1: 12
nand2_1: 18
o21ai_0: 13
o221ai_1: 2
o21bai_1: 4
a31oi_1: 3
o21a_1: 2
a211oi_1: 3
nor3_1: 4
xor2_1: 15
xnor2_1: 13
inv_1: 6
clkdlybuf4s50_1: 96
o211ai_1: 3
or2_2: 3
a21o_1: 19
nand3_1: 10
mux2i_1: 2
==> metrics by stage <==
step           util (%)  instances
2_1_floorplan         -        241
3_3_place_gp      30.45        437
3_5_place_dp      30.45        437
4_1_cts           30.45        437
5_1_grt           30.45        437
6_report          30.45        437
==> worst max-delay path by stage <==
stage	end	slack, ns	depth (start not counted)
5_1_grt	out[18]	5.49	11
4_1_cts	out[26]	5.68	11
6_report	out[26]	5.71	11
==> critical path, delay by kind of cell <==
kind	cells	cell delay, ns
xor gates and xnor gates	1	0.14
buffers and inverters	2	0.91
AOI/OAI and AO/OA	5	1.21
and+or+nand+nor	1	0.09
adders and majority gates	2	0.64
==> cell type report <==
class | count | area, um^2
tap | 111 | 138.9
inverter | 6 | 22.52
timing repair buffer | 96 | 960.9
fill | 974 | 6396
multi-input combinational | 224 | 1678
Power and IR drop assume default switching activity.
