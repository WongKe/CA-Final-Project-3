**design/flow/run.sh**
```bash
#!/bin/bash
# OpenROAD 26Q1-2900-gdf79404cd8, Yosys 0.63+post, stock flow scripts
make -C /OpenROAD-flow-scripts/flow DESIGN_CONFIG=/design/flow/config.mk WORK_HOME=/design/flow/orfs finish
```
**design/flow/config.mk**
```make
export PLATFORM = sky130hd
export DESIGN_NAME = ALU
export DESIGN_NICKNAME = ALU
export VERILOG_FILES = /design/flow/design.v
export SDC_FILE = /design/flow/constraint.sdc
export NUM_CORES = 4
export LEC_CHECK = 1
export CORE_UTILIZATION = 40
```
**design/flow/constraint.sdc**
```tcl
current_design ALU

set clk_period 19.2
set clk_io_pct 0.2

create_clock -name clk0 -period $clk_period

set non_clock_inputs [all_inputs -no_clocks]
set_input_delay [expr $clk_period * $clk_io_pct] -clock clk0 $non_clock_inputs
set_output_delay [expr $clk_period * $clk_io_pct] -clock clk0 [all_outputs]
```
**design/flow/design.v**
```verilog
`timescale 1ns / 1ns
module ALU(ALUctrlop, in0, in1, ALUresult, Zero);
 input [3:0] ALUctrlop;
 input [31:0] in0, in1;
  output reg [31:0] ALUresult;
  output Zero;
  assign Zero = (ALUresult == '0);
 always @ (in0 or in1 or ALUctrlop) 
 begin
  case (ALUctrlop)
      4'b0000: ALUresult = in0 & in1;   
      4'b0001: ALUresult = in0 | in1;   
      4'b0010: ALUresult = in0 + in1;   
      4'b0110: ALUresult = in0 - in1;   
      4'b0111: ALUresult = in0 < in1 ? 1 : 0;   
      4'b1000: ALUresult = ~(in0 | in1);   
      default: ALUresult = 0;
    endcase
  end
endmodule
```
==> reports/results.ini <==
[critical_path]
crit_required_ns=15.36
crit_start=in1[0]
max_stage_delay_ns=0.54
crit_family=simple AND/OR/NAND/NOR gates
crit_arrival_ns=8.80
crit_end=Zero
cp_num_buf_inv=3
worst-path-stages=16
crit_chain=clkdlybuf4s50_1 -> ha_1 -> inv_1 -> fa_1 -> nand2b_1 -> a2111o_1 -> nand3_2 -> mux2i_1 -> xnor2_1 -> o21ai_0 -> or4b_1 -> or4_1 -> or4_1 -> nor4_1 -> and4_1 -> clkdlybuf4s50_1
cp_max_fo=4
end_kind=output pin
startpoint_type=input port
worstSetupPathType=input port to output pin
critPathSlowestCell=or4b_1

[final_layout]
clock_buffers=0
seq_cells=0
syn_to_final_growth_pct=21.1
final_layout_size_suffix_gt1_share_pct=3.89
stdcell_count=1046
comb_area_um2=4730
fill_cells=1302
regArea_um2=0

[placement]
gp_congestion=1.02
portBuffers=101
dp.cells=1046
place_hpwl_um=15600
pre_cts_ws_ns=6.57

[routing]
viasPerCell=6.02
drt_pass1_iterations=5
wl_per_cell_um=18.9
drt_iter0_drc=568
antenna_cells=0
detail_route.wirelength_um=19700
num_vias=6297
drc=0
drtAntennaViolNets=0

[logic_synthesis]
yosysWarningCount=1
synth_area_um2=5280
syn-mean-instance-area_um2=6.53
syn_inst=809
ys_cells=809
ys_seq_share_pct=0
yosys_area_um2=5280
synth.distinct_cells=70

[timing]
period_minus_slack_ns=12.64
worst_slew_pin_slew_ns=0.718
fin_crit_sh_pct=65.8
finalHoldViolCount=0
rsz0062_at_grt=no
finalSetupTns_ns=0
holdWs_ns=8.97
max_slew_margin_pct=52.0
setup_slack_ns=6.56
timing.fmax_mhz=79.1
setup_viol=0
maxSlewViolCount=0

[floorplanning]
io_pins=101
die_x_um=117
initial_utilization_pct=41.5
chipArea_um2=13700
die.size.y_um=117
rows=41
core_um2=12700

[global_route]
grt-ovfl-total=0
grt_pass1_vias=5816
grt_pass1_wl_um=30700
grt_max_degree=38
antenna_found_initial=0
grt.total_usage_pct=29.4

[cts]
cts_setup_buffers=0
postCtsHoldBufs=0
post_cts_resized=0

[pwr]
power.density_nw_per_um2=29.0
leakage_nw=2.86
peakVddDrop_mv=0.0130

[outcome]
status=finished, final reports clean

[run]
drv_cap=0
warnings=101

[hold_path]
worstHoldPathType=input port to output pin

[layout by cell type (no fill, tap or decap), drive strengths merged, types with 4 or more instances in the layout]
cell type	synthesis	layout
nand3	13	13
nand4	13	13
nor2b	9	9
o211ai	20	20
o22ai	13	13
or3	4	4
nor2	83	83
nand2b	6	6
o211a	9	9
inv	99	99
a31oi	11	11
o31ai	7	7
a21oi	72	72
a211oi	9	9
buf	7	8
o21bai	8	8
or4	5	5
o21ai	58	58
nor4	10	10
ha	101	101
o21a	5	5
mux2i	11	11
xnor2	18	18
nand2	54	54
o221ai	13	13
a21o	10	10
clkdlybuf4s50	0	101
a31o	4	4
or2	6	6
o311ai	8	8
and2	5	5
nor3	27	27
o31a	4	4
[synthesized netlist by cell type (3+ instances only)]
cell type | number | area, um2
a2111oi_0 | 3 | 26.3
a211o_1 | 3 | 26.3
a211oi_1 | 8 | 60.1
a21boi_0 | 3 | 22.5
a21o_1 | 10 | 75.1
a21oi_1 | 72 | 360
a31o_2 | 4 | 35.0
a31oi_1 | 11 | 68.8
a41oi_1 | 3 | 26.3
and2_1 | 4 | 25.0
buf_2 | 6 | 30.0
clkbuf_1 | 37 | 139
ha_1 | 101 | 1260
inv_1 | 97 | 364
mux2i_1 | 11 | 110
nand2_1 | 54 | 203
nand2b_1 | 6 | 37.5
nand3_1 | 12 | 60.1
nand4_1 | 13 | 81.3
nor2_1 | 83 | 312
nor2b_1 | 8 | 50.1
nor3_1 | 27 | 135
nor4_1 | 9 | 56.3
nor4b_1 | 3 | 26.3
o211a_1 | 9 | 90.1
o211ai_1 | 20 | 150
o21a_1 | 4 | 30.0
o21ai_0 | 56 | 280
o21ba_2 | 3 | 30.0
o21bai_1 | 8 | 60.1
o221a_2 | 3 | 33.8
o221ai_1 | 13 | 114
o22ai_1 | 13 | 81.3
o311ai_0 | 6 | 52.6
o31a_1 | 4 | 35.0
o31ai_1 | 7 | 52.6
or2_2 | 6 | 37.5
or3_1 | 4 | 25.0
or4_1 | 5 | 37.5
xnor2_1 | 18 | 158
xor2_1 | 3 | 26.3
[metrics by stage]
step           util, %  power, mW  area [um2]
3_5_place_dp      50.2      0.182        6390
4_1_cts           50.2      0.183        6390
2_1_floorplan        -      0.114        5280
5_1_grt           50.2      0.204        6390
3_3_place_gp      50.2      0.183        6390
6_report          50.2      0.186        6390
[layer usage]
metal | GRT usage [%] | up-vias | part of all wire, %
li1 | - | 3070 | -
met1 | 43.9 | 2933 | 47
met2 | 45.6 | 265 | 43
met3 | 3.36 | 29 | 7.6
met4 | 6.16 | 0 | 2.1
met5 | 0 | - | 0
[report_power, final]
group / leakage (nW) / switching [mW] / internal, mW / total (mW)
registers: 0 / 0 / 0 / 0
logic: 2.86 / 0.106 / 0.0791 / 0.186
clock network: 0 / 0 / 0 / 0
total: 2.86 / 0.106 / 0.0791 / 0.186
[cells by family (layout without fill, tap and decap cells)]
logic type               count (synthesis)  count (layout)  share of synthesized area [%]
XOR/XNOR                                21              21                           3.48
buffers and inverters                  143             208                           10.3
adder cells (fa/ha/maj)                103             103                           24.7
AND/OR/NAND/NOR                        243             243                           22.4
AND-OR/OR-AND                          287             287                           36.8
multiplexers                            12              12                           2.30
[final cells by class]
class	count	share of cell area [%]
Multi-Input combinational cell	666	74.1
Timing Repair Buffer	109	16.8
Inverter	99	5.81
Tap cell	172	3.37
[worst min path at each step]
stage	from	end	cells past startpoint
CTS	ALUctrlop[1]	ALUresult[0]	4
finish	in1[23]	ALUresult[23]	7
global route	ALUctrlop[1]	ALUresult[0]	4
No activity file was given, so power comes from the tool's default toggle rates.
